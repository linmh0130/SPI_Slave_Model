`/design/flow/design.v`:
```
module spi_slave(
	input wire clk,
	input wire CS,
	input wire SCK,
	input wire MOSI,
	output reg MISO,
	output reg busy, 
	input wire[31:0] data_to_out,
	output reg[31:0] data_had_receive);
reg [1:0] state;
parameter IDLE = 2'b00;
parameter TRANS = 2'b01;
parameter WAIT = 2'b10;
reg [1:0]CS_buf;
wire CS_falling_flag;
wire CS_rising_flag;
always@(posedge clk)
begin
	CS_buf[1] <= CS_buf[0];
	CS_buf[0] <= CS;
end
assign CS_falling_flag = CS_buf[1] &(~CS_buf[0]);
assign CS_rising_flag = (~CS_buf[1]) & CS_buf[0];
reg [1:0]SCK_buf;
wire SCK_falling_flag;
wire SCK_rising_flag;
always@(posedge clk)
begin  
     SCK_buf[1] <= SCK_buf[0];
	  SCK_buf[0] <= SCK;
end
assign SCK_falling_flag = SCK_buf[1]&(~SCK_buf[0]);
assign SCK_rising_flag = (~SCK_buf[1])&SCK_buf[0];
reg [5:0]count;
always@(posedge clk)
begin
	case(state)
		IDLE:begin
				 if(CS_falling_flag==1) state <= TRANS;
			  end
		TRANS:begin
					if(count == 6'b100000) state <= WAIT;  
					else if (CS_rising_flag==1) state <= IDLE;  
				end
		WAIT:begin
				 if (CS_rising_flag) state <= IDLE;
			  end
	endcase
end
always@(posedge clk)
begin
	case(state)
		IDLE: count<=6'b0;
		TRANS:begin
					if(SCK_rising_flag == 1) count <= count + 6'b1;
				end
	endcase
end
always@(posedge clk)
begin
	if ((state == TRANS)&&(SCK_falling_flag == 1))
	begin
		case(count)
			6'b000000: MISO <= data_to_out[31];
			6'b000001: MISO <= data_to_out[30];
			6'b000010: MISO <= data_to_out[29];
			6'b000011: MISO <= data_to_out[28];
			6'b000100: MISO <= data_to_out[27];
			6'b000101: MISO <= data_to_out[26];
			6'b000110: MISO <= data_to_out[25];
			6'b000111: MISO <= data_to_out[24];
			6'b001000: MISO <= data_to_out[23];
			6'b001001: MISO <= data_to_out[22];
			6'b001010: MISO <= data_to_out[21];
			6'b001011: MISO <= data_to_out[20];
			6'b001100: MISO <= data_to_out[19];
			6'b001101: MISO <= data_to_out[18];
			6'b001110: MISO <= data_to_out[17];
			6'b001111: MISO <= data_to_out[16];
			6'b010000: MISO <= data_to_out[15];
			6'b010001: MISO <= data_to_out[14];
			6'b010010: MISO <= data_to_out[13];
			6'b010011: MISO <= data_to_out[12];
			6'b010100: MISO <= data_to_out[11];
			6'b010101: MISO <= data_to_out[10];
			6'b010110: MISO <= data_to_out[9];
			6'b010111: MISO <= data_to_out[8];
			6'b011000: MISO <= data_to_out[7];
			6'b011001: MISO <= data_to_out[6];
			6'b011010: MISO <= data_to_out[5];
			6'b011011: MISO <= data_to_out[4];
			6'b011100: MISO <= data_to_out[3];
			6'b011101: MISO <= data_to_out[2];
			6'b011110: MISO <= data_to_out[1];
			6'b011111: MISO <= data_to_out[0];
		endcase
	end
end
always@(posedge clk)
begin
	if ((state == TRANS)&&(SCK_rising_flag == 1))
	begin
		case(count)
			6'b000000: data_had_receive[31] <= MOSI;
			6'b000001: data_had_receive[30] <= MOSI;
			6'b000010: data_had_receive[29] <= MOSI;
			6'b000011: data_had_receive[28] <= MOSI;
			6'b000100: data_had_receive[27] <= MOSI;
			6'b000101: data_had_receive[26] <= MOSI;
			6'b000110: data_had_receive[25] <= MOSI;
			6'b000111: data_had_receive[24] <= MOSI;
			6'b001000: data_had_receive[23] <= MOSI;
			6'b001001: data_had_receive[22] <= MOSI;
			6'b001010: data_had_receive[21] <= MOSI;
			6'b001011: data_had_receive[20] <= MOSI;
			6'b001100: data_had_receive[19] <= MOSI;
			6'b001101: data_had_receive[18] <= MOSI;
			6'b001110: data_had_receive[17] <= MOSI;
			6'b001111: data_had_receive[16] <= MOSI;
			6'b010000: data_had_receive[15] <= MOSI;
			6'b010001: data_had_receive[14] <= MOSI;
			6'b010010: data_had_receive[13] <= MOSI;
			6'b010011: data_had_receive[12] <= MOSI;
			6'b010100: data_had_receive[11] <= MOSI;
			6'b010101: data_had_receive[10] <= MOSI;
			6'b010110: data_had_receive[9] <= MOSI;
			6'b010111: data_had_receive[8] <= MOSI;
			6'b011000: data_had_receive[7] <= MOSI;
			6'b011001: data_had_receive[6] <= MOSI;
			6'b011010: data_had_receive[5] <= MOSI;
			6'b011011: data_had_receive[4] <= MOSI;
			6'b011100: data_had_receive[3] <= MOSI;
			6'b011101: data_had_receive[2] <= MOSI;
			6'b011110: data_had_receive[1] <= MOSI;
			6'b011111: data_had_receive[0] <= MOSI;
		endcase
	end
end
always@(posedge clk)
begin
	case(state)
		IDLE: busy <= 0;
		TRANS: busy <= 1;
		WAIT: busy <= 0;
	endcase
end
endmodule
```
`/design/flow/run.sh`:
```
#!/bin/bash
# OpenROAD 26Q1-2900-gdf79404cd8, Yosys 0.63+post, stock flow scripts
make -C /OpenROAD-flow-scripts/flow DESIGN_CONFIG=/design/flow/config.mk WORK_HOME=/design/flow/orfs finish
```
`/design/flow/config.mk`:
```
export PLATFORM = sky130hd
export DESIGN_NAME = spi_slave
export DESIGN_NICKNAME = spi_slave
export VERILOG_FILES = /design/flow/design.v
export SDC_FILE = /design/flow/constraint.sdc
export NUM_CORES = 4
export LEC_CHECK = 1
export CORE_UTILIZATION = 40
```
`/design/flow/constraint.sdc`:
```
current_design spi_slave

set clk_period 3.9
set clk_io_pct 0.2

create_clock -name clk0 -period $clk_period [get_ports {clk}]

set non_clock_inputs [all_inputs -no_clocks]
set_input_delay [expr $clk_period * $clk_io_pct] -clock clk0 $non_clock_inputs
set_output_delay [expr $clk_period * $clk_io_pct] -clock clk0 [all_outputs]
```
==> out/summary.txt <==
Busiest layer in global routing: met2
Dominant flop cell: edfxtp_1
Initial Util: 42.0%
# H-tree levels: 2
Wire per inst: 15.9 microns
Post-Route WL: 5770 microns
Crit path time final: 2.90 ns
Required time worst endpoint: 3.96 ns
Status: finished, final reports clean
Die Y-Extent: 78.7 microns
RSZ-0062 raised after global routing: no
Crit path from: count[0]$_SDFFCE_PN0P_
Fin. max-slew vios: 0
Max Freq: 345 MHz
PortBufs: 69
Core area: 5610 sq um
Post-synth ARST share: 0%
Post-synth EDFFs: 40
Worst hold start: CS_buf[0]$_DFF_P_
Global-route usage over all layers: 20.4%
Initial antenna violation count: 0
Delay-heaviest family, CP: simple AND/OR/NAND/NOR gates
Seq share, synth: 56.9%
DIE AREA: 6200 sq um
Power Density: 447 nW/um^2
CTS Buf Count: 5
Synth top area share: 51.0%
Tool Warnings: 28
Via count: 1933
Mapped Area: 2360 sq um
WP data arrival: 2.95 ns
Most common cell in the synthesized netlist: edfxtp_1
Post-CTS Hold Fix Bufs: 0
# fillers: 501
Antenna diode count: 0
Clock Skew: 0.00250 ns
Mean Syn Cell Area: 10.7 sq um
GRT met1 Usage: 32.4%
CTS tree: done
Reg clk slew, reported paths: 0.09 ns
Worst hold slack: 0.378 ns
Max-slew headroom: 38.5%
Site row count: 27
Synth area leader: edfxtp_1
Fin crit share: 74.2%
Number of synthesized register bits: 47
Crit-path slowest cell: or4b_1
Core Util, Final: 57.5%
P_leak: 1.13 nW
Vias in the first global route: 1826
R2r setup slk: 1.00 ns
First drt pass iteration count: 4
I/O pins: 70
Mapped Cells: 221
Final GP Congestion: 0.844
CP bufs+invs: 1
Hold Fails Final Rpt: 0
FF-to-FF Start: count[0]$_SDFFCE_PN0P_
Via-per-instance ratio: 5.33
Die X: 78.7 microns
Met3 usage: 2.33%
Clk root buf: clkbuf_8
Crit start category: flop
First-pass GRT wire length: 9100 microns
Pin count of the biggest net entering global routing: 33
Routed Antenna Nets: 0
Clk buf depth: 2
Worst-margin pin slew: 0.912 ns
Hold WC Path Type: flop to flop
Initial DRC count: 97
Largest stage delay, worst path: 0.52 ns
Critical-path maximum fanout: 15
GRT met2 Usage: 33.6%
Leading cell types by count after synthesis: 40 x edfxtp_1, 34 x nor2_1, 18 x nand2_1, 10 x nand3_1
Post-CTS resize count: 0
Layout cells sized above 1: 6.53%
CTS sink count: 47
Final setup TNS: 0 ns
Yosys synthesis warning count: 1
Critical Path End Type: flop
Top area cell types: edfxtp_1 51%, dfxtp_1 5.9%, nor2_1 5.4%, nand2_1 2.9%, mux2i_1 2.5%
YS chip area: 2360 sq um
Worst ir drop on vdd: 0.360 mV
Final HPWL DP: 4190 microns
Global route total overflow: 0
Setup CP Type: flop to flop
Setup violators final: 0
Synth cell types: 48
Clock latency (worst-skew pair): 0.30 ns
Max cap viols: 0
Post-CTS Setup Inserts: 0
Worst path cell trace: inv_1 -> ha_1 -> a22o_1 -> nand3_1 -> nand4_1 -> or4_1 -> or4b_1 -> mux2_2
Drc violations: 0
Area Overhead vs Synth: 37.0%
Ys cells: 221
[cell type report]
type / count / area [sq um] / area share [%]
sequential: 47 / 1340 / 41.6
multi-input combinational: 154 / 926 / 28.7
timing repair buffer: 74 / 728 / 22.6
tap: 72 / 90.1 / 2.79
clock buffer: 5 / 68.8 / 2.13
clock inverter: 3 / 42.5 / 1.32
inverter: 8 / 30.0 / 0.931
[flip-flops by register name (all words and copies together), names as in the netlist]
name and flops:
state 3, MISO 1, count 6, busy 1, SCK_buf 2, CS_buf 2, data_had_receive 32
[worst paths after layout]
kind                  endpoint  depth (start not counted)
max reg2reg     MISO$_DFFE_PP_                          8
min reg2reg  CS_buf[1]$_DFF_P_                          0
min          CS_buf[1]$_DFF_P_                          0
max             MISO$_DFFE_PP_                          8
[power breakdown]
group          leakage (nW)  internal (mW)  switching [mW]  total (mW)
Combinational         0.648          0.191           0.249       0.441
Clock                0.0562          0.191           0.163       0.354
Sequential            0.424          0.591          0.0573       0.648
Total                  1.13          0.973           0.469        1.44
[cells in the final DEF, fill, tap and decap left out, drive strengths merged, types with 2 or more instances in the layout]
cell type and n:
inv 9, and3 6, nand4 5, a22o 2, or4 2, or3 6
clkdlybuf4s50 69, nand3b 3, xnor2 3, edfxtp 40, a21oi 8, nor3b 2
nor2 34, ha 4, mux2i 6, dfxtp 7, mux2 4, nand2 18
clkbuf 5, nand2b 2, nor3 7, o22ai 3, a31o 2, nand3 10
nor2b 5, o21ai 5, buf 5, a22oi 2
[logic make-up after synthesis]
kind of cell / count (synthesis) / synth area share [%]
AND-OR/OR-AND: 31 / 8.87
flip-flops: 47 / 56.9
adder cells (fa/ha/maj): 4 / 2.12
buffers and inverters: 20 / 3.77
AND/OR/NAND/NOR: 105 / 22.2
XOR/XNOR: 4 / 1.49
multiplexers: 10 / 4.62
[metrics by stage]
step | setup slack, ns | std cells | power [mW] | cell area (sq um)
3_3_place_gp | 0.750 | 355 | 1.09 | 3120
3_5_place_dp | 0.737 | 355 | 1.10 | 3120
5_1_grt | 0.846 | 363 | 1.52 | 3230
6_report | 1.00 | 363 | 1.44 | 3230
2_1_floorplan | 1.22 | 221 | 0.939 | 2360
4_1_cts | 1.01 | 363 | 1.45 | 3230
[layer usage]
metal / vias up / part of all wire, % / wire length, microns
li1: 945 / - / -
met2: 64 / 49 / 2830
met3: 4 / 4.5 / 258
met4: 0 / 0.62 / 36
met1: 920 / 46 / 2650
met5: - / 0 / 0
No activity file was given, so power comes from the tool's default toggle rates.
